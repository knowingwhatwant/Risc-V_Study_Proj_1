### run.sh
#!/bin/bash
# OpenROAD 26Q1-2900-gdf79404cd8, Yosys 0.63+post, stock flow scripts
make -C /OpenROAD-flow-scripts/flow DESIGN_CONFIG=/design/flow/config.mk WORK_HOME=/design/flow/orfs finish
### config.mk
export PLATFORM = sky130hd
export DESIGN_NAME = open_risc_v
export DESIGN_NICKNAME = open_risc_v
export VERILOG_FILES = /design/flow/design.v
export SDC_FILE = /design/flow/constraint.sdc
export NUM_CORES = 4
export LEC_CHECK = 1
export CORE_UTILIZATION = 30
export SYNTH_HDL_FRONTEND = slang
### constraint.sdc
current_design open_risc_v

set clk_period 4.0
set clk_io_pct 0.2

create_clock -name clk0 -period $clk_period [get_ports {clk}]

set non_clock_inputs [all_inputs -no_clocks]
set_input_delay [expr $clk_period * $clk_io_pct] -clock clk0 $non_clock_inputs
set_output_delay [expr $clk_period * $clk_io_pct] -clock clk0 [all_outputs]
### design.v
module dff_set #(
    parameter DW = 32
) (
    input wire clk,
    input wire rst,
    input wire [DW-1:0] set_data,   
    input wire [DW-1:0] data_i,
    output reg [DW-1:0] data_o
);
  always @(posedge clk) begin
    if (rst == 1'b0) data_o <= set_data;   
    else data_o <= data_i;
  end
endmodule
module ex (
    input wire [31:0] inst_i,
    input wire [31:0] inst_addr_i,
    input wire [31:0] op1_i,
    input wire [31:0] op2_i,
    input wire [ 4:0] rd_addr_i,
    input wire        rd_wen_i,
    output reg [ 4:0] rd_addr_o,
    output reg [31:0] rd_data_o,
    output reg        rd_wen_o
);           
  wire [ 6:0] opcode;
  wire [ 4:0] rd;
  wire [ 2:0] func3;
  wire [ 4:0] rs1;
  wire [11:0] imm;
  wire [ 4:0] rs2;
  wire [ 6:0] func7;
  assign opcode = inst_i[6:0];
  assign rd     = inst_i[11:7];
  assign func3  = inst_i[14:12];
  assign rs1    = inst_i[19:15];
  assign rs2    = inst_i[24:20];
  assign func7  = inst_i[31:25];
  assign imm    = inst_i[31:20];
  always @(*) begin
    case (opcode)
      7'b0010011: begin
        case (func3)
          3'b000: begin
            rd_data_o = op1_i + op2_i;
            rd_addr_o = rd_addr_i;
            rd_wen_o  = 1'b1;
          end
          default: begin
            rd_data_o = 32'b0;
            rd_addr_o = 5'b0;
            rd_wen_o  = 1'b0;
          end
        endcase
      end
      7'b0110011: begin
        case (func3)
          3'b000: begin
            if (func7 == 7'b000_0000) begin
              rd_data_o = op1_i + op2_i;
              rd_addr_o = rd_addr_i;
              rd_wen_o  = 1'b1;
            end else begin
              rd_data_o = op1_i - op2_i;
              rd_addr_o = rd_addr_i;
              rd_wen_o  = 1'b1;
            end
          end
          default: begin
            rd_data_o = 32'b0;
            rd_addr_o = 5'b0;
            rd_wen_o  = 1'b0;
          end
        endcase
      end
      default: begin
        rd_data_o = 32'b0;
        rd_addr_o = 5'b0;
        rd_wen_o  = 1'b0;
      end
    endcase
  end
endmodule
module id (
    input wire [31:0] inst_addr_i,
    input wire [31:0] inst_i,
    output reg [4:0] rs1_addr_o,
    output reg [4:0] rs2_addr_o,
    input wire [31:0] rs1_data_i,
    input wire [31:0] rs2_data_i,
    output reg [31:0] inst_o,
    output reg [31:0] inst_addr_o,
    output reg [31:0] op1_o,         
    output reg [31:0] op2_o,         
    output reg [ 4:0] rd_addr_o,     
    output reg        reg_wen
);
  wire [  6:0] opcode;
  wire [  4:0] rd;
  wire [  2:0] func3;
  wire [  4:0] rs1;
  wire [11:0] imm;       
  wire [  4:0] rs2;
  wire [  6:0] func7;
  assign opcode = inst_i[6:0];
  assign rd     = inst_i[11:7];
  assign func3  = inst_i[14:12];
  assign rs1    = inst_i[19:15];
  assign rs2    = inst_i[24:20];
  assign func7  = inst_i[31:25];
  assign imm    = inst_i[31:20];
  always @(*) begin
    inst_o = inst_i;
    inst_addr_o = inst_addr_i;
    case (opcode)
      7'b0010011: begin
        case (func3)
          3'b000: begin
            rs1_addr_o = rs1;
            rs2_addr_o = 5'b0;
            op1_o = rs1_data_i;
            op2_o = {{20{imm[11]}}, imm};
            rd_addr_o = rd;
            reg_wen = 1'b1;
          end
          default: begin
            rs1_addr_o = 5'b0;
            rs2_addr_o = 5'b0;
            op1_o = 32'b0;
            op2_o = 32'b0;
            rd_addr_o = 5'b0;
            reg_wen = 1'b0;
          end
        endcase
      end
      7'b0110011: begin
        case (func3)
          3'b000: begin
            rs1_addr_o = rs1;
            rs2_addr_o = rs2;
            op1_o = rs1_data_i;
            op2_o = rs2_data_i;
            rd_addr_o = rd;
            reg_wen = 1'b1;
          end
          default: begin
            rs1_addr_o = 5'b0;
            rs2_addr_o = 5'b0;
            op1_o = 32'b0;
            op2_o = 32'b0;
            rd_addr_o = 5'b0;
            reg_wen = 1'b0;
          end
        endcase
      end
      default: begin
        rs1_addr_o = 5'b0;
        rs2_addr_o = 5'b0;
        op1_o = 32'b0;
        op2_o = 32'b0;
        rd_addr_o = 5'b0;
        reg_wen = 1'b0;
      end
    endcase
  end
endmodule
module id_ex(
    input wire clk,
    input wire rst,
    input wire [31:0] inst_addr_i,
    input wire [31:0] inst_i,
    input wire [31:0] op1_i,
    input wire [31:0] op2_i,
    input wire [4:0]  rd_addr_i,
    input wire        reg_wen_i,
    output wire [31:0] inst_o,
    output wire [31:0] inst_addr_o,
    output wire [31:0] op1_o,
    output wire [31:0] op2_o,
    output wire [4:0]  rd_addr_o,
    output wire        reg_wen_o
);
    dff_set #(32)   dff1(clk,rst,32'h00000013,inst_i,inst_o);
    dff_set #(32)   dff2(clk,rst,32'b0,inst_addr_i,inst_addr_o);
    dff_set #(32)   dff3(clk,rst,32'b0,op1_i,op1_o);
    dff_set #(32)   dff4(clk,rst,32'b0,op2_i,op2_o);
    dff_set #(5)    dff5(clk,rst,5'b0,rd_addr_i,rd_addr_o);
    dff_set #(1)    dff6(clk,rst,1'b0,reg_wen_i,reg_wen_o);
endmodule
module  if_id(
    input wire clk,
    input   wire rst,
    input wire [31:0] inst_i,
    input wire [31:0] inst_addr_i,
    output wire [31:0] inst_addr_o,
    output wire [31:0] inst_o
);
    dff_set #(32) dff1(clk, rst,32'h00000013,inst_i,inst_o);
    dff_set #(32) dff2(clk, rst,32'b0,inst_addr_i,inst_addr_o);
endmodule
module ifetch(
    input wire[31:0] pc_addr_i,
    input wire[31:0] rom_inst_i,
    output wire[31:0] if2rom_addr_o,         
    output wire [31:0] inst_addr_o ,          
    output wire [31:0] inst_o                
);
    assign if2rom_addr_o = pc_addr_i;        
    assign inst_addr_o = pc_addr_i;          
    assign inst_o = rom_inst_i;              
endmodule
module open_risc_v (
    input   wire            clk         ,
    input   wire            rst         ,
    input   wire [31:0]     inst_i      ,
    output  wire [31:0]     inst_addr_o
);
  wire [31:0] pc_reg_pc_o;
  wire [31:0] if_inst_addr_o;
  wire [31:0] if_inst_o;
  wire [31:0] if_id_inst_addr_o;
  wire [31:0] if_id_inst_o;
  wire [ 4:0] ex_rd_addr_o;
  wire [31:0] ex_rd_data_o;
  wire        ex_rd_wen_o;
  wire [ 4:0] id_rs1_addr_o;
  wire [ 4:0] id_rs2_addr_o;
  wire [31:0] id_inst_o;
  wire [31:0] id_inst_addr_o;
  wire [31:0] id_op1_o;
  wire [31:0] id_op2_o;
  wire [ 4:0] id_rd_addr_o;
  wire        id_reg_wen_o;
  wire [31:0] regs_reg1_rdata_o;
  wire [31:0] regs_reg2_rdata_o;
  wire [31:0] id_ex_inst_o;
  wire [31:0] id_ex_inst_addr_o;
  wire [31:0] id_ex_op1_o;
  wire [31:0] id_ex_op2_o;
  wire [ 4:0] id_ex_rd_addr_o;
  wire        id_ex_reg_wen_o;
  pc_reg pc_reg_inst (
      .clk (clk),
      .rst (rst),
      .pc_o(pc_reg_pc_o)
  );
  ifetch ifetch_inst (
      .pc_addr_i(pc_reg_pc_o),
      .rom_inst_i(inst_i),
      .if2rom_addr_o(inst_addr_o),
      .inst_addr_o(if_inst_addr_o),
      .inst_o(if_inst_o)
  );
  if_id if_id_inst (
      .clk(clk),
      .rst(rst),
      .inst_i(if_inst_o),
      .inst_addr_i(if_inst_addr_o),
      .inst_addr_o(if_id_inst_addr_o),
      .inst_o(if_id_inst_o)
  );
  id id_inst (
      .inst_addr_i(if_id_inst_addr_o),
      .inst_i     (if_id_inst_o),
      .rs1_addr_o (id_rs1_addr_o),
      .rs2_addr_o (id_rs2_addr_o),
      .rs1_data_i (regs_reg1_rdata_o),
      .rs2_data_i (regs_reg2_rdata_o),
      .inst_o     (id_inst_o),
      .inst_addr_o(id_inst_addr_o),
      .op1_o      (id_op1_o),            
      .op2_o      (id_op2_o),            
      .rd_addr_o  (id_rd_addr_o),        
      .reg_wen    (id_reg_wen_o)
  );
  id_ex id_ex_inst (
      .clk        (clk),
      .rst        (rst),
      .inst_addr_i(id_inst_o),
      .inst_i     (id_inst_addr_o),
      .op1_i      (id_op1_o),
      .op2_i      (id_op2_o),
      .rd_addr_i  (id_rd_addr_o),
      .reg_wen_i  (id_reg_wen_o),
      .inst_o     (id_ex_inst_o),
      .inst_addr_o(id_ex_inst_addr_o),
      .op1_o      (id_ex_op1_o),
      .op2_o      (id_ex_op2_o),
      .rd_addr_o  (id_ex_rd_addr_o),
      .reg_wen_o  (id_ex_reg_wen_o)
  );
  ex ex_inst (
      .inst_i     (id_ex_inst_o),
      .inst_addr_i(id_ex_inst_addr_o),
      .op1_i      (id_ex_op1_o),
      .op2_i      (id_ex_op2_o),
      .rd_addr_i  (id_ex_rd_addr_o),
      .rd_wen_i   (id_ex_reg_wen_o),
      .rd_addr_o(ex_rd_addr_o),
      .rd_data_o(ex_rd_data_o),
      .rd_wen_o (ex_rd_wen_o)
  );
  regs regs_inst (
      .clk         (clk),
      .rst         (rst),
      .reg1_raddr_i(id_rs1_addr_o),
      .reg2_raddr_i(id_rs2_addr_o),
      .reg1_rdata_o(regs_reg1_rdata_o),
      .reg2_rdata_o(regs_reg2_rdata_o),
      .reg_waddr_i(ex_rd_addr_o),
      .reg_wdata_i(ex_rd_data_o),
      .reg_wen    (ex_rd_wen_o)
  );
endmodule
module pc_reg(
    input wire clk,
    input wire rst,
    output reg [31:0] pc_o
);
    always @(posedge clk) begin
        if(rst == 1'b0)
            pc_o <= 32'b0;
        else 
            pc_o <= pc_o + 3'd4;
    end
endmodule
module regs(
    input wire clk,
    input wire rst,
    input wire[4:0] reg1_raddr_i,
    input wire[4:0] reg2_raddr_i,
    output reg[31:0] reg1_rdata_o,
    output reg[31:0] reg2_rdata_o,
    input wire [4:0] reg_waddr_i,
    input wire [31:0] reg_wdata_i,
    input      reg_wen
);
    reg[31:0] regs[0:31];
    integer i;
    always @(*) begin
        if(rst == 1'b0)
            reg1_rdata_o = 32'b0;
        else if (reg1_raddr_i == 5'b0)
            reg1_rdata_o = 32'b0;
        else if (reg_wen && reg1_raddr_i == reg_waddr_i)
            reg1_rdata_o = reg_wdata_i;
        else 
            reg1_rdata_o = regs[reg1_raddr_i];
    end
    always @(*) begin
        if(rst == 1'b0)
            reg2_rdata_o = 32'b0;
        else if (reg2_raddr_i == 5'b0)
            reg2_rdata_o = 32'b0;
        else if (reg_wen && reg2_raddr_i == reg_waddr_i)
            reg2_rdata_o = reg_wdata_i;
        else 
            reg2_rdata_o = regs[reg2_raddr_i];
    end
    always @(posedge clk ) begin
        if(rst == 1'b0) begin
            for(i=1;i<32;i=i+1)begin
                regs[i] <= 32'b0;
            end
	end
        else if(reg_wen && reg_waddr_i != 5'b0) begin
            regs[reg_waddr_i] <= reg_wdata_i;
        end
    end
endmodule
==> impl_metrics.csv <==
group,metric,value,unit
run_status,status,"finished clean",
floorplan,core-area,4380,um^2
flow_run,warning_count,57,
route,dr.pass1.iters,4,
timing,worstMarginPinSlew,530,ps
clock_network,cts_buffers,5,
finish,flop_area,601,um^2
logic_synthesis,synth_top_cell_by_area,"dfxtp_1",
power,ir_worst_vdd,180,uV
finish,area_growth,30.3,%
logic_synthesis,ys_area,1380,um^2
critical_path,cp-start-kind,"flop",
timing,tns,0,ps
critical_path,endpoint_kind,"flop",
floorplan,die_height,69.9,um
global_routing,grt_usage,13.4,%
logic_synthesis,syn_inst,158,
timing,rsz0062_at_grt,"no",
placement,hpwl,2000,um
timing,hold_violations,0,
logic_synthesis,async_reset_ff_share,0,%
critical_path,critPathCapture,"pc_reg_inst.pc_o[26]$_SDFF_PN0_",
floorplan,die-area,4890,um^2
critical_path,required,4210,ps
logic_synthesis,synthTopCellsByCount,"dfxtp_1 (30), a21oi_1 (15), nor2_1 (14)",
route,n_antenna_cell,0,
finish,largest_reg_flops,30,
timing,whs,492,ps
timing,layout_setup_ws,1700,ps
timing,setup_viol,0,
logic_synthesis,post-synth-top-count-cell,"dfxtp_1",
clock_network,clock_path_buffers,2,
power,p_total,0.000571,W
placement,gp_congestion,0.757,
finish,top_register,"pc_reg_inst.pc_o",
route,vias,1255,
floorplan,initCoreUtil,31.6,%
timing,clock_skew,5.83,ps
critical_path,r2r_setup_slack,1700,ps
timing,slew_headroom,64.7,%
global_routing,antenna_found_initial,0,
route,drtIter0Drc,66,
floorplan,ios,66,
power,power_density,316,nW/um^2
clock_network,post_cts_buffers,0,
critical_path,rr_endpoint,"pc_reg_inst.pc_o[26]$_SDFF_PN0_",
min_path,hold_path_class,"reg2reg",
clock_network,clkSlewWorstSetupHoldPaths,70,ps
logic_synthesis,yosys.area.top_type_share,43.4,%
global_routing,grt_pass1_wl,5290,um
clock_network,clk_latency,280,ps
logic_synthesis,synth-edff-count,0,
logic_synthesis,topCellsByArea,"dfxtp_1 (43%), a21oi_1 (5.4%), xnor2_1 (5.1%), or4_1 (4.9%), o31ai_1 (4.3%)",
timing,final.min_clock_period,2300,ps
global_routing,first_global_vias,1189,
logic_synthesis,synth_area,1380,um^2
clock_network,cts-resized-gates,0,
placement,io_buffers,31,
floorplan,rows,24,
global_routing,grt-ovfl-total,0,
critical_path,r2r-start,"pc_reg_inst.pc_o[2]$_SDFF_PN0_",
timing,fmax,434,MHz
finish,top_regs,"pc_reg_inst.pc_o: 30 flops",
finish,drive_above_1_share,6.81,%
clock_network,cts.sinks,30,
critical_path,r2r_cells,5,
flow_run,maxCapViolations,0,
timing,drv_slew,0,
logic_synthesis,syn_avg_cell_area,8.76,um^2
finish,logic_area,728,um^2
clock_network,htree_levels,2,
route,drtAntennaViolNets,0,
global_routing,grt_max_degree,29,
logic_synthesis,postSynthSeqShare,43.4,%
route,postRouteWirelength,3010,um
finish,fillers,439,
route,drc,0,
floorplan,die_x,69.9,um
logic_synthesis,ys_cells,158,
logic_synthesis,synth_flops,30,
timing,final.period_utilization,57.6,%
critical_path,crit_start,"pc_reg_inst.pc_o[2]$_SDFF_PN0_",
logic_synthesis,ys_warn_count,0,
power,p_leak,0.549,nW
logic_synthesis,synthDistinctLibCells,34,
critical_path,critPathKind,"reg2reg",
clock_network,root_buffer,"clkbuf_8",
logic_synthesis,ff_type,"dfxtp_1",
route,wl_per_cell,12.4,um
clock_network,cts_tree,"built",
critical_path,path_max_fanout,12,
critical_path,critPathArrivalTime,2510,ps
clock_network,cts_hold_buf,0,
route,viasPerCell,5.16,
placement,pre_cts_ws,1700,ps
## how the worst min path moves through the flow
stage | from | to | slack (ps) | cells after the start
CTS | pc_reg_inst.pc_o[30]$_SDFF_PN0_ | pc_reg_inst.pc_o[30]$_SDFF_PN0_ | 490 | 2
global route | pc_reg_inst.pc_o[30]$_SDFF_PN0_ | pc_reg_inst.pc_o[30]$_SDFF_PN0_ | 530 | 2
finish | pc_reg_inst.pc_o[28]$_SDFF_PN0_ | pc_reg_inst.pc_o[28]$_SDFF_PN0_ | 490 | 2
## through the flow
step	instances	utilization, %	instance area [um^2]
3_3_place_gp	235	39.0	1710
4_1_cts	243	41.1	1800
5_1_grt	243	41.1	1800
3_5_place_dp	235	39.0	1710
2_1_floorplan	159	-	1390
6_report	243	41.1	1800
## area by class of cell
| class | count | share of cell area, % |
|---|---|---|
| timing repair buffer | 31 | 17.2 |
| sequential | 30 | 33.3 |
| clock buffer | 7 | 4.79 |
| inverter | 2 | 0.416 |
| multi-input combinational | 120 | 40.4 |
| tap | 52 | 3.61 |
| clock inverter | 1 | 0.278 |
## cell usage in the layout, fill, tap and decap left out, types with 2 or more instances in the layout
master / netlist / layout
clkdlybuf4s50_1: 0 / 31
dfxtp_1: 30 / 30
a21oi_1: 15 / 15
nor2_1: 14 / 14
nand2_1: 13 / 13
or4_1: 9 / 9
o31ai_1: 8 / 8
xnor2_1: 8 / 8
or3_1: 7 / 7
nand3_1: 7 / 7
nand4_1: 6 / 6
clkbuf_8: 0 / 6
o21ai_1: 5 / 5
nor4_1: 4 / 4
xor2_1: 4 / 4
and4_1: 3 / 3
nor3_1: 2 / 2
o21ai_0: 2 / 2
conb_1: 1 / 2
## layer usage
layer  wire length (um)  track usage, %  share of wire, %
met5                  0               0                 0
met4                 14            1.33              0.46
met3                163            3.36               5.4
met1               1510            19.3                50
met2               1330            21.6                44
## cell families after synthesis
group | Yosys count | synth area share, %
and+or+nand+nor | 74 | 30.6
DFF | 30 | 43.4
adders and majority gates | 1 | 0.904
muxes | 1 | 0.723
xor gates and xnor gates | 12 | 7.59
buffers and inverters | 9 | 4.25
AOI/OAI and AO/OA | 30 | 12.3
other | 1 | 0.271
## power breakdown
group	internal [W]	switching [W]
registers	0.000301	0.00000453
clock network	0.000139	0.000111
logic	0.00000753	0.00000791
total	0.000447	0.000123
## worst max-delay path: stages, from the launching register on
cell,delay (ps)
dfxtp_1,440
ha_1,270
nand4_2,220
or3_1,610
or4_1,560
a21oi_1,140
Power figures rest on the tool's default switching activity, not on a simulated workload.
